$ cat /design/flow/design.v
module Bullet(
input [9:0] px,
input [9:0] py,
input clk_60hz,
input start_bullet,
input direction,  
input reset,
input [9:0]shipX,
output reg pixel,
output reg inUse
); 
reg [9:0] bulletX;
reg [9:0] bulletY;
reg bullet_direction;
always @(posedge clk_60hz or posedge reset) begin
	if (reset) begin
		inUse <= 1'b0;
	end else begin
		if (~inUse && start_bullet) begin
			inUse = 1'b1;
			bullet_direction <= direction;
			bulletX <= shipX;
			bulletY <= 10'd240;
		end else if (inUse) begin
			if(bullet_direction == 1'b1)
				bulletY <= bulletY - 10'd6;
			else if (bullet_direction == 1'b0)
				bulletY <= bulletY + 10'd6;
		end
	end	
end
always @ (px) begin
	pixel = 1'b0;
	if (inUse) begin
		if((px-2)<bulletX && (px+2)>bulletX && (py-6)<bulletY && (py+6)>bulletY ) begin
				pixel = 1'b1;
		end
	end
end
endmodule
module Bullet_Man(
input [9:0] px,
input [9:0] py,
input clk_60hz,
input [9:0]shipX,
input shootUp,
input shootDown,
input [3:0]reset,
output [3:0] inUse,
output [3:0]pixel
);
wire direction;
assign direction = shootUp;
Bullet B0(
	.px(px),
	.py(py),
	.clk_60hz(clk_60hz),
	.direction(direction),
	.start_bullet(fire[0]),
	.reset(reset[0]),
	.shipX(shipX),
	.pixel(pixel[0]),
	.inUse(inUse[0])
);
Bullet B1(
	.px(px),
	.py(py),
	.clk_60hz(clk_60hz),
	.direction(direction),
	.start_bullet(fire[1]),
	.reset(reset[1]),
	.shipX(shipX),
	.pixel(pixel[1]),
	.inUse(inUse[1])
);
Bullet B2(
	.px(px),
	.py(py),
	.clk_60hz(clk_60hz),
	.direction(direction),
	.start_bullet(fire[2]),
	.reset(reset[2]),
	.shipX(shipX),
	.pixel(pixel[2]),
	.inUse(inUse[2])
);
Bullet B3(
	.px(px),
	.py(py),
	.clk_60hz(clk_60hz),
	.direction(direction),
	.start_bullet(fire[3]),
	.reset(reset[3]),
	.shipX(shipX),
	.pixel(pixel[3]),
	.inUse(inUse[3])
);
wire shoot = (shootUp || shootDown);
reg [3:0] fire;
reg prvCycleShoot = 1'b0;
always @ (posedge clk_60hz) begin
	fire = 4'b0000;
	if (~prvCycleShoot) begin
		if (shoot) begin
			prvCycleShoot = 1'b1;
			if (~inUse[0])
				fire[0] = 1'b1;
			else if (~inUse[1])
				fire[1] = 1'b1;
			else if (~inUse[2])
				fire[2] = 1'b1;
			else if (~inUse[3])
				fire[3] = 1'b1;
		end
	end else if (~shoot)
		prvCycleShoot <= 1'b0;
end
endmodule
$ cat /design/flow/run.sh
#!/bin/bash
# OpenROAD 26Q1-2900-gdf79404cd8, Yosys 0.63+post, stock flow scripts
make -C /OpenROAD-flow-scripts/flow DESIGN_CONFIG=/design/flow/config.mk WORK_HOME=/design/flow/orfs finish
$ cat /design/flow/config.mk
export PLATFORM = sky130hd
export DESIGN_NAME = Bullet_Man
export DESIGN_NICKNAME = Bullet_Man
export VERILOG_FILES = /design/flow/design.v
export SDC_FILE = /design/flow/constraint.sdc
export NUM_CORES = 4
export LEC_CHECK = 1
export CORE_UTILIZATION = 30
$ cat /design/flow/constraint.sdc
current_design Bullet_Man

set clk_period 5.0
set clk_io_pct 0.2

create_clock -name clk0 -period $clk_period [get_ports {clk_60hz}]

set non_clock_inputs [all_inputs -no_clocks]
set_input_delay [expr $clk_period * $clk_io_pct] -clock clk0 $non_clock_inputs
set_output_delay [expr $clk_period * $clk_io_pct] -clock clk0 [all_outputs]
==> flow_summary.yaml <==
# flow metrics
cts:
  clock-sinks: 89
  ctsRootBufferMaster: "clkbuf_16"
  cts.clk_slew.worst_paths_ps: 70
  numCtsBuffers: 9
  clockBufferDepth: 2
  hold_buffers: 0
  clk_latency_ps: 350
  cts_max_level: 3
  cts_tree: "done"
global_route:
  grt_max_degree: 16
  antenna_found_initial: 0
  grt_pass1_vias: 6398
  grt_overflow_total: 0
  grt_pass1_wl_mm: 32.58
  grt_use_total: 0.1612
setup_path:
  critPathRequiredTime_ps: 4000
  max_stage_delay_ps: 570
  timing.critical_path.max_delay_family: "simple AND/OR/NAND/NOR gates"
  cpMostUsedCell: "buf_4"
  worst_ep_arrival_time_ps: 3960
  critPathBufInv: 5
  cp-end-kind: "primary output"
  worstPathCellList: "buf_8 > ha_4 > or4_4 > buf_4 > buf_6 > nor2_4 > xor2_2 > ha_1 > a211oi_2 > nand2_1 > a31oi_1 > o2111ai_1 > nor4bb_2 > buf_4 > dlygate4sd2_1"
  crit_path_top_delay_cell: "or4_4"
  path_max_fanout: 2
  criticalPathCategory: "input port to primary output"
  worstSetupStartpointType: "input port"
place:
  dp_hpwl_mm: 16.20
  dpl_cell_area_sq_um: 9366
  place.gp.congestion: 0.9579
  preCtsSetupSlack_ps: -644.1
  numPortBuffers: 44
  dp_cells: 1264
synth:
  avgSynthCellArea_sq_um: 9.779
  synth-edff-count: 80
  top_area_frac: 0.3037
  ys_sh_mux: 0
  ys_cells: 809
  synthCells: 809
  ys_top_cells_by_count: "172 x ha_1, 88 x inv_1, 80 x edfxtp_1"
  topCombFamilyByArea: "adder cells"
  ys_sh_simple: 0.1430
  async_flop_share: 0.04494
  ys_sh_aoi: 0.1249
  synth_cell_types: 53
  yosys.cell_count.top_type: "ha_1"
  xor_area_frac: 0.06532
  topCellsByArea: "edfxtp_1 30%, ha_1 27%, inv_1 4.2%"
  ys_seq_frac: 0.3290
  ys_warn_count: 2
  yosys-stat-area_sq_um: 7911
  ys_ff: 89
  flop_cell: "edfxtp_1"
  synth_top_cell_by_area: "edfxtp_1"
  synthesis.area_sq_um: 7911
  fa_ha_area_frac: 0.2821
power_and_ir_drop:
  power_density_nw_per_um2: 334.7
  ir_drop_mv: 0.1719
  p_leak_nw: 4.562
  total_power_w: 0.003371
drt:
  diodes: 0
  final_antenna_net_count: 0
  drc: 0
  initialDrtViolationCount: 305
  vias: 6189
  vias_per_cell: 4.772
  first_pass_iters: 4
  post_drt_wl_per_cell_um: 15.41
  routed_wl_mm: 19.99
sta:
  min_period_ps: 4955
  worst_slack_ps: 44.72
  min_period_over_period: 0.9911
  grt_setup_unrepaired: "true"
  fmax_mhz: 201.8
  slew_viol_final: 0
  worstMarginPinSlew_ps: 479.5
  finalSetupViolations: 0
  clock_skew_ps: 8.420
  slew_headroom: 0.6804
  finalHoldViolCount: 0
die:
  num_rows: 59
  boundaryPins: 45
  fp.dieW_um: 164.4
  die_height_um: 164.4
  initial_core_util: 0.3045
  coreArea_sq_um: 25980
  die-area_sq_um: 27020
run:
  max_cap_violations: 0
  warning_count: 28
layout:
  final_core_util: 0.3877
  fill_cells: 2521
  fin_cells: 1297
  fin_area_sq_um: 10070
  drive_above_1_share: 0.1871
  comb_area_sq_um: 5181
  flop_area_sq_um: 2603
  syn_to_final_growth_pct: 27.33
hold_path:
  min_path_type: "register to register"
outcome:
  status: "finished clean"
==> final cells by class <==
type                       count  area share
multi-input combinational    614      0.5143
sequential                    89      0.2584
timing repair buffer         155      0.1256
tap                          335     0.04161
inverter                      88     0.03279
clock buffer                  12     0.02447
clock inverter                 4    0.002857
==> per-stage QoR <==
| stage | setup TNS [ps] | hold slack [ps] |
|---|---|---|
| detailed placement | -2198 | 411.6 |
| CTS | 0 | 421.8 |
| floorplan | 0 | 398.2 |
| global placement | -2202 | 403.7 |
| global route | -70.45 | 431.4 |
| finish | 0 | 419.2 |
==> registers in the layout, summed over array words and instances (netlist names) <==
name	count
B1.bulletX	10
B2.bulletY	9
B3.bulletY	9
B3.bullet_direction	1
B3.inUse	1
B0.inUse	1
B1.bulletY	9
B2.bullet_direction	1
B0.bulletX	10
prvCycleShoot	1
B3.bulletX	10
B0.bullet_direction	1
B1.inUse	1
fire	4
B1.bullet_direction	1
B2.inUse	1
B0.bulletY	9
B2.bulletX	10
==> power by group <==
group	switching, W	internal, W	leakage (nW)	total [W]
Combinational	0.000828	0.000771	3.61	0.00160
Sequential	0.000103	0.00102	0.823	0.00112
Clock	0.000299	0.000352	0.131	0.000652
==> cells in the final DEF (no fill, tap or decap), types with 4 or more instances in the layout <==
cell type and count:
a211oi_1 5, a21o_1 16, a21oi_1 40, a31oi_1 4, and2_1 8, and3_1 4
buf_4 108, buf_6 6, clkbuf_16 9, clkdlybuf4s50_1 25, dfrtp_1 4, dfxtp_1 5
dlygate4sd2_1 8, edfxtp_1 80, fa_1 4, ha_1 164, ha_4 8, inv_1 88
nand2_1 54, nand2b_1 7, nand3_1 13, nand4_1 16, nor2_1 65, nor2b_1 13
nor3_1 12, nor4_1 7, o211ai_1 15, o21a_1 5, o21ai_0 27, o21bai_1 4
o41ai_1 8, or2_2 4, xnor2_1 23, xnor2_2 7, xor2_1 25, xor2_2 4
==> routing by layer <==
metal | global-route usage | vias to the layer above | part of all wire
li1 | - | 3239 | -
met5 | 0 | - | 0
met2 | 0.2541 | 73 | 0.45
met3 | 0.02407 | 21 | 0.036
met1 | 0.2424 | 2856 | 0.50
met4 | 0.03003 | 0 | 0.020
==> cell families (layout without fill, tap and decap cells) <==
kind of cell    Yosys count  after routing
buf+inv                 106            259
flops                    89             89
compound gates          150            150
fa+ha+maj               176            176
xor+xnor                 59             59
simple gates            229            229
==> final timing paths <==
kind | start | end | slack, ps | cells after the start
hold / removal | prvCycleShoot | fire[0] | 420 | 1
min in group asynchronous | reset[2] | B2.inUse | 810 | 2
hold reg to reg | prvCycleShoot | fire[0] | 420 | 1
setup reg to reg | B1.bullet_direction | B1.bulletY[9] | 2420 | 8
max in group asynchronous | reset[0] | B0.inUse | 4080 | 2
setup / recovery | py[1] | pixel[1] | 40 | 15
==> timing repair <==
item	in CTS	in global routing
buffers inserted	13	4
pin swaps	39	7
setup endpoints to repair	4	1
resized	94	8
Power figures rest on the tool's default switching activity, not on a simulated workload.
