**flow/constraint.sdc**
```tcl
current_design Spaceship

set clk_period 5.9
set clk_io_pct 0.2

create_clock -name clk0 -period $clk_period [get_ports {clk_60hz}]

set non_clock_inputs [all_inputs -no_clocks]
set_input_delay [expr $clk_period * $clk_io_pct] -clock clk0 $non_clock_inputs
set_output_delay [expr $clk_period * $clk_io_pct] -clock clk0 [all_outputs]
```
**flow/run.sh**
```bash
#!/bin/bash
# OpenROAD 26Q1-2900-gdf79404cd8, Yosys 0.63+post, stock flow scripts
make -C /OpenROAD-flow-scripts/flow DESIGN_CONFIG=/design/flow/config.mk WORK_HOME=/design/flow/orfs finish
```
**flow/config.mk**
```make
export PLATFORM = sky130hd
export DESIGN_NAME = Spaceship
export DESIGN_NICKNAME = Spaceship
export VERILOG_FILES = /design/flow/design.v
export SDC_FILE = /design/flow/constraint.sdc
export NUM_CORES = 4
export LEC_CHECK = 1
export CORE_UTILIZATION = 30
```
**flow/design.v**
```verilog
module Spaceship(
input [9:0] px,
input [9:0] py,
input clk_60hz, 
input left, 
input right,
input reset,
input [3:0] bullets,
output reg pixel,
output [9:0]shipXOut);
reg [9:0] shipX = 10'd320;
reg [9:0] shipY = 10'd240;
assign shipXOut = shipX + 10'd16;
always @(posedge clk_60hz or posedge reset) begin
	if(reset)begin
		shipX <= 10'd320;
		shipY <= 10'd240;
	end else begin
		if(left && (shipX > 10'd30)) begin
			shipX <= shipX - 10'd3;
		end
		else if(right && (shipX < 10'd628)) begin
			shipX <= shipX + 10'd3;
		end
	end
end
always @(px) begin
	if( (py==shipY) && px>=(shipX+10) && px<=(shipX+22))
		pixel=1'b1;
	else if( (py == (shipY+1)) && px>=(shipX+6) && px<=(shipX+26) )
		pixel=1'b1;
	else if( (py == (shipY+2)) && px>=(shipX+4) && px<=(shipX+28))
		pixel=1'b1;
	else if( (py == (shipY+3)) && px>=(shipX+2) && px<=(shipX+30))
		pixel=1'b1;
	else if( (py == (shipY+4)) && px>=(shipX+2) && px<=(shipX+30))
		pixel=1'b1;
	else if( (py == (shipY+5)) && px>=(shipX+2) && px<=(shipX+30))
		pixel=1'b1;
	else if( (py == (shipY+6)) && px>=(shipX+2) && px<=(shipX+30))
		pixel=1'b1;
	else if( (py == (shipY+7)) && px>=(shipX+2) && px<=(shipX+30))
		pixel=1'b1;
	else if( (py == (shipY+8)) && px>=(shipX+2) && px<=(shipX+30))
		pixel=1'b1;
	else if( (py == (shipY+9)) && px>=(shipX+4) && px<=(shipX+28))
		pixel=1'b1;
	else if( (py == (shipY+10)) && px>=(shipX+6) && px<=(shipX+26))
		pixel=1'b1;
	else if( (py == (shipY+11)) && px>=(shipX+10) && px<=(shipX+22))
		pixel=1'b1;
	else
		pixel=1'b0;
	if( py>=(shipY+4) && py<=(shipY+8) && px>=(shipX+11) && px<=(shipX+12) )
		pixel = ~bullets[0];
	if( py>=(shipY+4) && py<=(shipY+8) && px>=(shipX+14) && px<=(shipX+15) )
		pixel = ~bullets[1];	
	if( py>=(shipY+4) && py<=(shipY+8) && px>=(shipX+17) && px<=(shipX+18) )
		pixel = ~bullets[2];
	if( py>=(shipY+4) && py<=(shipY+8) && px>=(shipX+20) && px<=(shipX+21) )
		pixel = ~bullets[3];
end
endmodule
```
==> notes.md <==
Results of the run.

Ranked by flip-flop count, first place goes to shipX. The post-CTS hold buffer count recorded in the log is 0. Clock tree synthesis selected as its root buffer the cell clkbuf_16.

STA classifies the critical path endpoint as an output pin. STA on the placed design reports a worst setup slack of 0.222 ns. The number of warnings the tools reported is 45.

The area share of xor/xnor cells in the synthesized design is 17.5%. The hold violation total from the final report is 0. Of all flip-flops after synthesis, the portion carrying an async set or reset was 100%. Counting pins that exceed their max-slew limit in the final report gives 0. The setup-violating endpoint count in the final report is 0.

Ranked by instance count, the synthesized netlist is headed by 146 x ha_1, 85 x xnor2_1, 60 x a21oi_1. The H-tree depth reported by CTS is 1. The flip-flop count of the largest register after layout is 10. The run finished with clean final reports.

Of the available clock period, the critical path in the final layout requires 97.0%. The residual overflow from global routing is 0. The overall die area is 19100 µm². The mux contribution to synthesized area is 0.653%.

The I/O pin count is 39. According to the floorplan report, the placeable core area is 18100 µm². For the finished layout, the period the worst path requires is 5.72 ns. The dominant cell by count in the synthesized netlist is ha_1.

The worst VDD IR drop from the latest analysis is 0.397 mV. The cell internal power dissipation is 1.83 mW. The number of antenna diodes in the final layout is 0. The HPWL after detailed placement is 14900 µm.

The maximum achievable frequency is 0.175 GHz. The clock power share is 3.0%. Once layout is complete, the cells apart from fillers number 1007.

The area taken by flip-flops and latches is 253 µm². Final hold analysis gives a worst-case slack of 0.608 ns. The area occupied by multi-input gates is 5000 µm². The via count of the first global-routing pass is 5167. At the floorplan stage, the core utilization is reported as 30.7%. Net switching is 54.8% of the power. The worst path arrival time is 4.54 ns. The area fraction in full adders, half adders and majority gates is 33.2%.

In the global route stage, overall resource usage came out at 19.9%. The fill cell total of the finished layout is 1904. The starting DRC count in detailed routing is 410. The stat command in Yosys gives a chip area of 5560 µm². The fraction of layout instances using a drive strength above 1 is 6.94%. Among the non-sequential cells, adder cells take the most area.

The worst hold path belongs to the class reg2reg. Yosys reports that the leading cell type by area covers 32.9% of the netlist area. The report lists the power per cell area as 627 nW/µm². The cell-mix breakdown from Yosys lists the compound-gate area share as 23.5%.

The die is 138 µm tall. The setup slack of the critical path after layout is 0.178 ns. The static power due to leakage is 2.88 nW. The critical path data required time is 4.72 ns. The count of cells resized by post-cts repair is 0. The area of the mapped netlist is 5560 µm². After routing, the total negative slack on setup checks comes to 0 ns.

The max-capacitance violation count is 0. The clock drives 10 sinks. The number of antenna violations at the first check in global routing was 0. The area growth from synthesis to layout is 16.3%. In the synthesized netlist the dominant register cell turns out to be dfrtp_1.

The post-synth count of flops with an enable pin is 0. The iteration tally of the first detailed-router pass is 27. The distinct cell type count of the synthesized netlist is 60. The number of clock buffers added by TritonCTS is 3.

For this block, the via count after detailed routing is 5478. For this run, the number of Yosys warnings is 1. The post-synthesis cell count is 728.

For this block, the routed nets add up to 18800 µm of wire. The clock latency at the later pin of the worst-skew pair is 0.23 ns. The maximum clock skew at final layout is 0.00264 ns. Dividing the detail-routed wire length by the instance count gives 18.7 µm. The net switching power is 2.22 mW. Looking at the clock tree report, the maximum root-to-sink buffer count equals 2. Routability-driven placement finished with a final weighted congestion of 1.02. The CTS tree is yes. The post-synthesis sequential element count is 10. Cells fill 35.7% of the core in the end.

At the pin with the least slew margin, the transition time is 0.806 ns. On the reported timing paths, the clock transition at the registers reads 0.04 ns. The routed design shows a via density per instance of 5.44. The placed cell count is 1003. Yosys attributes the largest share of cell area to ha_1 33%, xnor2_1 13%, a21oi_1 5.4%. In the final layout, the registers with the most flip-flops are shipX (10). The leading area contributor after synthesis is ha_1.

Entering global routing, the biggest net connects 27 pins. Post-CTS timing repair inserted 0 buffers for setup. TritonRoute reported its final design rule violation total as 0. The average instance area after synthesis is 7.64 µm². STA classifies the critical path startpoint as an input port. Registers are responsible for 4.5% of the overall power. STA lists the maximum fanout along the critical path as 6. Summing the areas of all and, or, nand and nor instances in the mapped netlist gives 15.1% of the synthesized area. Sequential cells were found to cover 4.55% of the synthesized design area. The wire length of the first global-routing pass is 29000 µm. Combinational cells account for 92.5% of the total power. The number of nets with antenna violations after detailed routing is 0. The row count is 49. Setup repair after global routing left no endpoint under its margin. The die span in x is 138 µm. Looking at the setup timing report, the critical path kind is in2out. The number of cell instances after yosys synthesis is 728.

The worst pin sits at a relative slew slack of 44.9%. The number of buffers added on ports is 38.
[power by group through the flow]
stage	sequential (mW)	combinational, mW	clock [mW]
CTS	0.184	3.72	0.122
global route	0.191	4.17	0.127
finish	0.183	3.75	0.120
[through the flow]
step	area, µm²	power, mW
final	6460	4.06
after floorplan	5560	2.84
after detailed placement	6390	3.88
after global routing	6460	4.49
after CTS	6460	4.03
after global placement	6390	3.88
[cell usage in the layout (no fill, tap or decap), types with 3 or more instances in the layout]
cell type and count:
nand3_1 23, nor2_1 58, o21a_1 11, inv_1 42, clkbuf_16 3, nor4_1 3, nand2_1 44, o21ai_0 36
o31a_1 3, a21oi_1 60, o21bai_1 5, o21ai_1 3, a2111oi_0 3, buf_4 39, nand4_1 9, o211ai_1 7
a211o_1 7, xor2_1 26, a211oi_1 11, a31oi_1 11, o31ai_1 3, clkdlybuf4s50_1 38, xnor2_1 85, nand2b_1 5
ha_1 146, nor3_1 13, dfrtp_1 8, or3b_2 3, nor2b_1 6, a21o_1 22, nand4b_1 3, o2111ai_1 4
inv_2 3
[logic make-up (layout without fill, tap and decap cells)]
kind of cell,count (synthesis),count (layout)
adders and majority gates,147,147
muxes,3,3
DFF,10,10
AOI/OAI and AO/OA,203,203
buffers and inverters,76,126
and+or+nand+nor,178,178
xor gates and xnor gates,111,111
[worst max-delay path: stages]
cell	delay, ns
clkdlybuf4s50_1	0.43
buf_4	0.18
ha_1	0.34
a21oi_1	0.31
o21ai_1	0.18
a221o_1	0.36
a31oi_1	0.25
a2111o_1	0.18
mux2_4	0.30
o211a_1	0.14
o31a_1	0.30
clkdlybuf4s50_1	0.39
[per-layer routing]
layer / up-vias / part of all wire, % / global-route usage, %
met3: 35 / 7.4 / 2.08
met4: 0 / 2.7 / 5.20
met1: 2493 / 45 / 28.2
li1: 2729 / - / -
met5: - / 0 / 0
met2: 221 / 45 / 32.3
[cell type report]
cell class | count | area share [%]
multi-input cells | 642 | 77.4
well taps | 229 | 4.43
flip-flops and latches | 10 | 3.91
inverters | 45 | 2.61
repair buffers | 77 | 10.4
clock buffers | 4 | 1.22
[path summary, 6_finish.rpt]
path | from | to | slack (ns) | depth (start not counted)
min in group asynchronous | reset | shipX[0] | 1.23 | 2
max in group asynchronous | reset | shipX[8] | 4.35 | 2
min reg2reg | shipX[5] | shipX[5] | 0.61 | 2
min | shipX[5] | shipX[5] | 0.61 | 2
max | px[2] | pixel | 0.18 | 12
max reg2reg | shipX[5] | shipX[9] | 1.81 | 14
Power and IR drop assume default switching activity.
