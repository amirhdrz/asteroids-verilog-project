**flow/run.sh**
```bash
#!/bin/bash
# OpenROAD 26Q1-2900-gdf79404cd8, Yosys 0.63+post, stock flow scripts
make -C /OpenROAD-flow-scripts/flow DESIGN_CONFIG=/design/flow/config.mk WORK_HOME=/design/flow/orfs finish
```
**flow/config.mk**
```make
export PLATFORM = sky130hd
export DESIGN_NAME = LCD_Display
export DESIGN_NICKNAME = LCD_Display
export VERILOG_FILES = /design/flow/design.v
export SDC_FILE = /design/flow/constraint.sdc
export NUM_CORES = 4
export LEC_CHECK = 1
export CORE_UTILIZATION = 40
```
**flow/constraint.sdc**
```tcl
current_design LCD_Display

set clk_period 2.9
set clk_io_pct 0.2

create_clock -name clk0 -period $clk_period [get_ports {iCLK_50MHZ}]

set non_clock_inputs [all_inputs -no_clocks]
set_input_delay [expr $clk_period * $clk_io_pct] -clock clk0 $non_clock_inputs
set_output_delay [expr $clk_period * $clk_io_pct] -clock clk0 [all_outputs]
```
**flow/design.v**
```verilog
module LCD_Display(iCLK_50MHZ, iRST_N,hex0,hex1,hex2,hex3, hex4, hex5,hex6,
    LCD_RS,LCD_E,LCD_RW,DATA_BUS);
input iCLK_50MHZ, iRST_N;
input [3:0] hex1, hex0,hex2,hex3, hex4, hex5,hex6;
output LCD_RS, LCD_E, LCD_RW;
inout [7:0] DATA_BUS;
parameter
HOLD = 4'h0,
FUNC_SET = 4'h1,
DISPLAY_ON = 4'h2,
MODE_SET = 4'h3,
Print_String = 4'h4,
LINE2 = 4'h5,
RETURN_HOME = 4'h6,
DROP_LCD_E = 4'h7,
RESET1 = 4'h8,
RESET2 = 4'h9,
RESET3 = 4'ha,
DISPLAY_OFF = 4'hb,
DISPLAY_CLEAR = 4'hc;
reg [3:0] state, next_command;
reg [7:0] DATA_BUS_VALUE;
wire [7:0] Next_Char;
reg [19:0] CLK_COUNT_400HZ;
reg [4:0] CHAR_COUNT;
reg CLK_400HZ, LCD_RW_INT, LCD_E, LCD_RS;
assign DATA_BUS = (LCD_RW_INT? 8'bZZZZZZZZ: DATA_BUS_VALUE);
LCD_display_string u1(
.index(CHAR_COUNT),
.out(Next_Char),
.hex0(hex0),
.hex1(hex1),
.hex2(hex2),
.hex3(hex3),
.hex4(hex4),
.hex5(hex5),
.hex6(hex6));
assign LCD_RW = LCD_RW_INT;
always @(posedge iCLK_50MHZ or negedge iRST_N)
    if (!iRST_N)
    begin
       CLK_COUNT_400HZ <= 20'h00000;
       CLK_400HZ <= 1'b0;
    end
    else if (CLK_COUNT_400HZ < 20'h0F424)
    begin
       CLK_COUNT_400HZ <= CLK_COUNT_400HZ + 1'b1;
    end
    else
    begin
      CLK_COUNT_400HZ <= 20'h00000;
      CLK_400HZ <= ~CLK_400HZ;
    end
always @(posedge CLK_400HZ or negedge iRST_N)
    if (!iRST_N)
    begin
     state <= RESET1;
    end
    else
    case (state)
    RESET1:            
    begin
      LCD_E <= 1'b1;
      LCD_RS <= 1'b0;
      LCD_RW_INT <= 1'b0;
      DATA_BUS_VALUE <= 8'h38;
      state <= DROP_LCD_E;
      next_command <= RESET2;
      CHAR_COUNT <= 5'b00000;
    end
    RESET2:
    begin
      LCD_E <= 1'b1;
      LCD_RS <= 1'b0;
      LCD_RW_INT <= 1'b0;
      DATA_BUS_VALUE <= 8'h38;
      state <= DROP_LCD_E;
      next_command <= RESET3;
    end
    RESET3:
    begin
      LCD_E <= 1'b1;
      LCD_RS <= 1'b0;
      LCD_RW_INT <= 1'b0;
      DATA_BUS_VALUE <= 8'h38;
      state <= DROP_LCD_E;
      next_command <= FUNC_SET;
    end
    FUNC_SET:
    begin
      LCD_E <= 1'b1;
      LCD_RS <= 1'b0;
      LCD_RW_INT <= 1'b0;
      DATA_BUS_VALUE <= 8'h38;
      state <= DROP_LCD_E;
      next_command <= DISPLAY_OFF;
    end
    DISPLAY_OFF:
    begin
      LCD_E <= 1'b1;
      LCD_RS <= 1'b0;
      LCD_RW_INT <= 1'b0;
      DATA_BUS_VALUE <= 8'h08;
      state <= DROP_LCD_E;
      next_command <= DISPLAY_CLEAR;
    end
    DISPLAY_CLEAR:
    begin
      LCD_E <= 1'b1;
      LCD_RS <= 1'b0;
      LCD_RW_INT <= 1'b0;
      DATA_BUS_VALUE <= 8'h01;
      state <= DROP_LCD_E;
      next_command <= DISPLAY_ON;
    end
    DISPLAY_ON:
    begin
      LCD_E <= 1'b1;
      LCD_RS <= 1'b0;
      LCD_RW_INT <= 1'b0;
      DATA_BUS_VALUE <= 8'h0C;
      state <= DROP_LCD_E;
      next_command <= MODE_SET;
    end
    MODE_SET:
    begin
      LCD_E <= 1'b1;
      LCD_RS <= 1'b0;
      LCD_RW_INT <= 1'b0;
      DATA_BUS_VALUE <= 8'h06;
      state <= DROP_LCD_E;
      next_command <= Print_String;
    end
    Print_String:
    begin
      state <= DROP_LCD_E;
      LCD_E <= 1'b1;
      LCD_RS <= 1'b1;
      LCD_RW_INT <= 1'b0;
      if (Next_Char[7:4] != 4'h0)
        DATA_BUS_VALUE <= Next_Char;
      else if (Next_Char[3:0] >9)
         DATA_BUS_VALUE <= {4'h4,Next_Char[3:0]-4'h9};
      else
         DATA_BUS_VALUE <= {4'h3,Next_Char[3:0]};
      if ((CHAR_COUNT < 31) && (Next_Char != 8'hFE))
         CHAR_COUNT <= CHAR_COUNT + 1'b1;
      else
         CHAR_COUNT <= 5'b00000; 
      if (CHAR_COUNT == 15)
        next_command <= LINE2;
      else if ((CHAR_COUNT == 31) || (Next_Char == 8'hFE))
        next_command <= RETURN_HOME;
      else
        next_command <= Print_String;
    end
    LINE2:
    begin
      LCD_E <= 1'b1;
      LCD_RS <= 1'b0;
      LCD_RW_INT <= 1'b0;
      DATA_BUS_VALUE <= 8'hC0;
      state <= DROP_LCD_E;
      next_command <= Print_String;
    end
    RETURN_HOME:
    begin
      LCD_E <= 1'b1;
      LCD_RS <= 1'b0;
      LCD_RW_INT <= 1'b0;
      DATA_BUS_VALUE <= 8'h80;
      state <= DROP_LCD_E;
      next_command <= Print_String;
    end
    DROP_LCD_E:
    begin
      LCD_E <= 1'b0;
      state <= HOLD;
    end
    HOLD:
    begin
      state <= next_command;
    end
    endcase
endmodule
module LCD_display_string(index,out,hex0, hex1, hex2, hex3, hex4, hex5,hex6);
input [4:0] index;
input [3:0] hex0, hex1, hex2, hex3, hex4, hex5,hex6;
output [7:0] out;
reg [7:0] out;
   always 
     case (index)
    5'h00: out <= 8'h53;
    5'h01: out <= 8'h43;
    5'h02: out <= 8'h4F;
    5'h03: out <= 8'h52;
    5'h04: out <= 8'h45;
    5'h05: out <= 8'h3A;
    5'h06: out <= {4'h3,hex0};
    5'h07: out <= {4'h3,hex1};
    5'h08: out <= {4'h3,hex2};  
    5'h09: out <= 8'h30;
    5'h0A: out <= 8'h30;
    5'h0B: out <= 8'h20;   
    5'h0C: out <= 8'h3C;
    5'h0D: out <= 8'h33;
    5'h0E: out <= 8'h3A;
    5'h0F: out <= {4'h3,hex6};
    5'h10: out <= 8'h48;
    5'h11: out <= 8'h49;
    5'h12: out <= 8'h2D;
    5'h13: out <= 8'h53;
    5'h14: out <= 8'h43;
    5'h15: out <= 8'h4F;
    5'h16: out <= 8'h52;
    5'h17: out <= 8'h45;
    5'h18: out <= 8'h3A;
    5'h19: out <= {4'h3,hex3};
    5'h1A: out <= {4'h3,hex4};
    5'h1B: out <= {4'h3,hex5};  
    5'h1C: out <= 8'h30;
    5'h1D: out <= 8'h30;
    default: out <= 8'h20;
     endcase
endmodule
```
==> results.py <==
# Generated from Yosys and OpenROAD reports
metrics = {
    "outcome": {
        "outcome": "complete, no violations",
    },
    "placed_design": {
        "numPlacedInstances": 403,
        "detailedPlace.worstSlack_ps": 1330,
        "placed_standard_cell_area_sq_um": 3130,
        "port_buffers": 31,
        "final_gp_congestion": 0.832,
        "place.detailed.hpwl_mm": 4.30,
    },
    "synthesis": {
        "synthTopLogicFamily": "simple AND/OR/NAND/NOR gates",
        "top_cells_by_area": "dfrtp_1 21%, edfxtp_1 20%, nor2_1 5.4%, nand2_1 3.8%, ha_1 3.1%",
        "ys_warn_count": 3,
        "ff_type": "dfrtp_1",
        "post-synth-top-area-cell": "dfrtp_1",
        "yosys.area_share.aoi": 0.197,
        "area_fraction_in_full_adders_half_adders_and_majority_gates": 0.0313,
        "yosys.area.top_type_share": 0.215,
        "mappedNetlistArea_sq_um": 2800,
        "cells_in_synth_stat_txt": 305,
        "post_synth_seq_share": 0.428,
        "synth.most_common_cell": "nor2_1",
        "synth.ff_latch_count": 44,
        "ys_chip_area_sq_um": 2800,
        "cell_type_count": 63,
        "asyncSetResetFlopFracSynth": 0.568,
        "synth_simple_gate_area_share": 0.214,
        "ys_sh_mux": 0.0112,
        "post_synthesis_average_cell_area_sq_um": 9.16,
        "number_of_instances_in_the_synthesized_netlist": 305,
        "xor_area_frac": 0.0595,
        "synth.top_cells.by_count": "40 x nor2_1, 28 x nand2_1, 24 x dfrtp_1",
        "synth-edff-count": 19,
    },
    "clock_tree": {
        "clkLatencyLatePin_ps": 250,
        "tritoncts.num_buffers": 3,
        "clockRootBuffer": "clkbuf_8",
        "postCtsHoldBufs": 0,
        "clk_pin_slew_ps": 70,
        "htree_num_levels": 1,
        "post_cts.resized_instances": 0,
        "clock_tree_from_tritoncts": "built",
        "cts.repair_timing.setup_buffer_count": 0,
        "cts.path.max_buffers": 2,
    },
    "run": {
        "max_cap_violations": 0,
        "tool_warnings": 29,
    },
    "setup_path": {
        "r2r_setup_slack_ps": 1310,
        "crit_required_ps": 3080,
        "end_of_the_worst_register_to_register_path": "CLK_COUNT_400HZ[4]$_DFF_PN0_",
        "critical_path_peak_fanout": 11,
        "timing.setup.critical_path_class": "reg2reg",
        "worst_ep_arrival_time_ps": 1770,
        "critical_path.reg2reg.startpoint": "CLK_COUNT_400HZ[2]$_DFF_PN0_",
        "sort_of_element_at_the_start_of_the_critical_path": "flip-flop",
        "worst-r2r-cell-count": 6,
        "critical_path.endpoint_type": "flip-flop",
    },
    "die": {
        "dieArea_sq_um": 7330,
        "num_rows": 30,
        "initial_core_util": 0.414,
        "core-area_sq_um": 6760,
        "die-width_um": 85.6,
        "boundaryPins": 41,
        "dieHeight_um": 85.6,
    },
    "worst_hold_path": {
        "min_path_cells": 1,
        "hp-class": "reg2reg",
        "hold_path.startpoint": "CLK_COUNT_400HZ[0]$_DFF_PN0_",
        "min_delay_worst_endpoint": "CLK_COUNT_400HZ[0]$_DFF_PN0_",
    },
    "sta": {
        "final_min_period_over_clock_period": 0.549,
        "worst_pin_slew_ps": 758,
        "final-hold-violation-count": 0,
        "final.setup_skew_ps": 4.05,
        "final_period_minus_worst_setup_slack_ps": 1590,
        "hold_ws_ps": 523,
        "max-slew-margin-rel": 0.495,
        "register_pins_left_without_a_clock": 23,
        "totalNegativeSetupSlack_ps": 0,
        "rsz0062_at_grt": "false",
        "unconstrained_endpoints": 52,
        "clock.fmax_mhz": 628,
        "total_of_endpoints_with_negative_setup_slack_in_the_final_report": 0,
        "final-max-slew-violation-count": 0,
        "postLayoutSetupSlackWorst_ps": 1310,
    },
    "finish": {
        "layout.core_utilization": 0.470,
        "stdcell_count": 407,
        "layout-drive-gt1-share": 0.0428,
        "areaGrowthSynthToFinish_pct": 13.5,
        "fillerInstances": 642,
        "design_area_sq_um": 3170,
    },
    "detailed_routing": {
        "num_vias": 2260,
        "postRouteWirelength_mm": 5.94,
        "antenna-diode-count": 0,
        "drt-wirelength-per-cell_um": 14.6,
        "drt-initial-drc-count": 252,
        "route.antenna.remaining_nets": 0,
        "drc": 0,
        "drt_first_pass_iters": 5,
        "vias_per_cell": 5.55,
    },
    "pwr": {
        "power.ir.vdd_worst_mv": 0.303,
        "leakagePower_nw": 1.24,
        "cellPowerDensity_nw_per_um2": 378,
        "post-layout-total-power_mw": 1.20,
    },
    "grt": {
        "grt_usage": 0.173,
        "global_route_wire_length_before_repair_mm": 9.93,
        "grt_overflow_total": 0,
        "antenna_violations_before_repair": 0,
        "first_global_vias": 2121,
        "largest_net_degree_at_the_start_of_global_routing": 31,
    },
}
[worst max-delay path by stage]
stage / slack [ps] / cells past startpoint / endpoint / startpoint
after CTS: 1300 / 6 / CLK_COUNT_400HZ[4]$_DFF_PN0_ / CLK_COUNT_400HZ[2]$_DFF_PN0_
after global routing: 1160 / 5 / CLK_COUNT_400HZ[13]$_DFF_PN0_ / CLK_COUNT_400HZ[2]$_DFF_PN0_
final: 1310 / 6 / CLK_COUNT_400HZ[4]$_DFF_PN0_ / CLK_COUNT_400HZ[2]$_DFF_PN0_
[power by group]
group / total, mW / leakage [nW] / switching, mW / internal, mW
combinational: 0.329 / 0.708 / 0.167 / 0.162
sequential: 0.690 / 0.505 / 0.120 / 0.570
clock: 0.181 / 0.0255 / 0.0859 / 0.0953
[area by class of cell]
cell class	count	area, sq um	share of cell area
multi-input cells	233	1450	0.457
repair buffers	34	333	0.105
clock buffers	3	41.3	0.0130
well taps	80	100	0.0315
inverters	12	45.0	0.0142
flip-flops and latches	44	1200	0.377
clock inverters	1	5.00	0.00158
[flip-flops by register name, indices dropped and copies added (netlist names)]
register         flops
CLK_COUNT_400HZ     20
DATA_BUS             8
CHAR_COUNT           5
next_command         4
state                4
CLK_400HZ            1
LCD_E                1
LCD_RS               1
[kinds of logic after synthesis]
group / count (synthesis)
multiplexers: 3
AND/OR/NAND/NOR: 123
other: 1
buffers and inverters: 32
adder cells (fa/ha/maj): 7
XOR/XNOR: 19
flip-flops: 44
AND-OR/OR-AND: 76
[metal layers]
layer / track usage / vias to the layer above / wire length [um]
met3: 0.0195 / 4 / 258
met4: 0.0182 / 0 / 41
met5: 0 / - / 0
met2: 0.272 / 59 / 2690
met1: 0.278 / 1059 / 2950
li1: - / 1138 / -
[layout by cell type (no fill, tap or decap), types with 8 or more instances in the layout]
cell             netlist  routed
o21ai_0               13      13
dfrtp_1               24      24
nand3_1               11      11
a21oi_1               13      13
edfxtp_1              19      19
nor3_1                 8       8
nand2_1               28      28
nor2_1                40      40
xnor2_1                9       9
inv_1                 11      11
clkdlybuf4s50_1        0      31
xor2_1                10      10
[worst max-delay path: stages, from the launching register on]
cell and delay, ps:
dfrtp_1 440, o31ai_1 280, nand2_1 90, a21oi_1 170, o21ai_1 180, buf_4 240
nor2_1 120
No activity file was given, so power comes from the tool's default toggle rates.
